--- design.v ---
`timescale 1ns / 1ps
module RegisterFile(
input wire[4:0] RS,
input wire[4:0] RT,
input wire[4:0] RD,
input wire[31:0] WriteData,
input wire RegWrite,
input wire Clock,
output wire[31:0] ReadRS,
output wire[31:0] ReadRT
    );
reg[31:0] Registers[31:0];
integer i;
initial 
begin
for(i=0;i<32;i=i+1)
   Registers[i] <= 32'd0; 
end
always @(posedge Clock)
begin
Registers[RD] <= WriteData;
end
assign ReadRS = Registers[RS];
assign ReadRT = Registers[RT];
endmodule
--- run.sh ---
#!/bin/bash
# OpenROAD 26Q1-2900-gdf79404cd8, Yosys 0.63+post, stock flow scripts
make -C /OpenROAD-flow-scripts/flow DESIGN_CONFIG=/design/flow/config.mk WORK_HOME=/design/flow/orfs finish
--- config.mk ---
export PLATFORM = sky130hd
export DESIGN_NAME = RegisterFile
export DESIGN_NICKNAME = RegisterFile
export VERILOG_FILES = /design/flow/design.v
export SDC_FILE = /design/flow/constraint.sdc
export NUM_CORES = 4
export LEC_CHECK = 1
export CORE_UTILIZATION = 30
--- constraint.sdc ---
current_design RegisterFile

set clk_period 8.5
set clk_io_pct 0.2

create_clock -name clk0 -period $clk_period [get_ports {Clock}]

set non_clock_inputs [all_inputs -no_clocks]
set_input_delay [expr $clk_period * $clk_io_pct] -clock clk0 $non_clock_inputs
set_output_delay [expr $clk_period * $clk_io_pct] -clock clk0 [all_outputs]
==> flow.log <==
[flow] final metrics
INFO  metric result_of_the_run = complete, but fails checks
INFO  metric failed_checks = DRC
INFO  metric global_route.usage.total = 20.15%
INFO  metric detail_route.iter0.violations = 1913
INFO  metric grtUsageMet1 = 23.39%
INFO  metric final_layout_size_suffix_gt1_share = 9.259%
INFO  metric synthesis.instances = 3324
INFO  metric criticalPathCategory = primary input to primary output
INFO  metric reg_top3 = Registers x1024
INFO  metric die_w = 404.0 µm
INFO  metric pwr-share-seq = 51.0%
INFO  metric synthToLayoutAreaGrowth = 14.84%
INFO  metric detail_route.vias_per_cell = 5.432
INFO  metric post-route-period-util = 76.43%
INFO  metric worstPathRequired = 6.80 ns
INFO  metric cts_buffers = 107
INFO  metric standard_cell_row_count = 147
INFO  metric dp.final_hpwl = 86.77 mm
INFO  metric yosys_register_bits = 1024
INFO  metric drt.antenna.violating_nets = 0
INFO  metric worstHoldPathType = primary input to register
INFO  metric synthesis.area = 48490 µm²
INFO  metric worst_slew_pin_slew = 1.061 ns
INFO  metric final_critical_path_setup_slack = 2.003 ns
INFO  metric global_route_wire_length_before_repair = 222.2 mm
INFO  metric coreArea = 160600 µm²
INFO  metric number_of_standard_cells_reported_by_yosys = 3324
INFO  metric core_util_floorplan = 30.20%
INFO  metric cts.path.max_buffers = 3
INFO  metric crit_slowest_cell = sky130_fd_sc_hd__buf_4
INFO  metric detail_route.wirelength = 157.2 mm
INFO  metric timing.max_cap.violations = 0
INFO  metric pwr-share-clk = 39.1%
INFO  metric clock_tree.htree_level_count = 3
INFO  metric power.switching_fraction = 23.79%
INFO  metric yosys.cell_types.count = 25
INFO  metric ctsHoldBuffers = 0
INFO  metric preCtsSetupSlack = 2.042 ns
INFO  metric cts.sinks = 1024
INFO  metric chip_area_in_the_yosys_report = 48490 µm²
INFO  metric antenna_found_initial = 5
INFO  metric detail_route.drc_violations = 2
INFO  metric synth.avg_cell_area = 14.59 µm²
INFO  metric fillerInstances = 15220
INFO  metric finalHoldViolCount = 0
INFO  metric clock_tree_from_tritoncts = done
INFO  metric achievable-frequency = 153.9 MHz
INFO  metric worst-path-buf-inv = 3
INFO  metric setup_tns = 0 ns
INFO  metric slew_headroom = 29.07%
INFO  metric number_of_top_level_pins = 113
INFO  metric global_route.usage.met2 = 29.57%
INFO  metric final-setup-viol-count = 0
INFO  metric cellPowerDensity = 201.0 nW/µm²
INFO  metric final.hold.worst_slack = 1.835 ns
INFO  metric place.gp.congestion = 0.8593
INFO  metric top_register_by_number_of_flip_flops = Registers
INFO  metric post_cts_resized = 0
INFO  metric path_max_fanout = 21
INFO  metric fin_util = 34.68%
INFO  metric die_ht = 404.0 µm
INFO  metric routed_wire_per_std_cell = 27.71 µm
INFO  metric first_global_vias = 31720
INFO  metric setup.worst_path.start_class = primary input
INFO  metric routed-via-count = 30820
INFO  metric met3_track_utilization_from_global_routing = 15.55%
INFO  metric largest_register_ff_count = 1024
INFO  metric finalWorstPathRequiredPeriod = 6.497 ns
INFO  metric cp-end-kind = primary output
INFO  metric grt_start_max_net_pins = 93
INFO  metric layout_top_cells = sky130_fd_sc_hd__edfxtp_1 (1024), sky130_fd_sc_hd__mux2i_1 (1024), sky130_fd_sc_hd__a22oi_1 (320)
INFO  metric cell_internal_pwr = 8.530 mW
INFO  metric rsz0062_at_grt = false
INFO  metric clkTransAtPathRegs = 0.06 ns
INFO  metric netSwitchingPower = 2.663 mW
INFO  metric critPathTopFamily = buffers and inverters
INFO  metric yosys.stat.seqShare = 63.41%
INFO  metric static-leakage-power = 19.92 nW
INFO  metric grt_busiest_layer = met2
INFO  metric grt-ovfl-total = 0
INFO  metric synthesis.yosys.warnings = 1
INFO  metric design.die.area = 163300 µm²
INFO  metric port-buffer-count = 111
INFO  metric critical_path.max_stage_delay = 0.61 ns
INFO  metric p_comb_share = 10.0%
INFO  metric ir_drop = 0.1614 mV
INFO  metric clock-root-buffer = sky130_fd_sc_hd__clkbuf_16
INFO  metric postCtsSetupRepairBufs = 0
INFO  metric worst_path_most_repeated_cell = sky130_fd_sc_hd__clkdlybuf4s50_1
INFO  metric crit_arrival = 4.80 ns
INFO  metric path_cells = clkdlybuf4s50_1 > or2_2 > buf_4 > nor3_1 > a31oi_1 > nand3_1 > clkdlybuf4s50_1
INFO  metric maxSlewViolCount = 0
INFO  metric count_of_tool_warnings = 27
INFO  metric dr.pass1.iters = 46
[power groups by stage]
stage | combinational [mW] | clock [mW] | sequential [mW]
5_1_grt | 1.20 | 4.63 | 5.71
4_1_cts | 1.12 | 4.44 | 5.70
6_report | 1.12 | 4.37 | 5.70
[path summary, 6_finish.rpt]
path,startpoint,to,slack [ns],cells past startpoint
setup / recovery,RS[4],ReadRS[17],2.00,7
hold / removal,WriteData[11],Registers[23][11]$_DFFE_PP_,1.84,2
[synth_stat cells]
master | n | area, µm²
sky130_fd_sc_hd__edfxtp_1 | 1024 | 30750
sky130_fd_sc_hd__mux2i_1 | 1024 | 10250
sky130_fd_sc_hd__a22oi_1 | 320 | 2402
sky130_fd_sc_hd__nand3_1 | 225 | 1126
sky130_fd_sc_hd__nand2_1 | 131 | 491.7
sky130_fd_sc_hd__a21oi_1 | 128 | 640.6
sky130_fd_sc_hd__clkbuf_1 | 96 | 360.4
sky130_fd_sc_hd__a22o_1 | 64 | 560.5
sky130_fd_sc_hd__buf_2 | 61 | 305.3
sky130_fd_sc_hd__buf_4 | 57 | 427.9
sky130_fd_sc_hd__nor2_1 | 36 | 135.1
sky130_fd_sc_hd__a31oi_1 | 32 | 200.2
sky130_fd_sc_hd__nand4_1 | 32 | 200.2
sky130_fd_sc_hd__nor3_1 | 32 | 160.2
sky130_fd_sc_hd__buf_6 | 23 | 259.0
sky130_fd_sc_hd__buf_1 | 14 | 52.55
sky130_fd_sc_hd__nand2b_1 | 5 | 31.28
sky130_fd_sc_hd__clkbuf_4 | 4 | 30.03
sky130_fd_sc_hd__nor2b_1 | 4 | 25.02
sky130_fd_sc_hd__and2_1 | 3 | 18.77
sky130_fd_sc_hd__nand3b_1 | 3 | 22.52
sky130_fd_sc_hd__or2_2 | 2 | 12.51
sky130_fd_sc_hd__or3b_2 | 2 | 17.52
sky130_fd_sc_hd__and2b_1 | 1 | 7.510
sky130_fd_sc_hd__or3_1 | 1 | 6.260
[per-layer routing]
layer / vias to the layer above / wire, µm
li1: 13460 / -
met1: 15240 / 55020
met2: 1836 / 70330
met3: 276 / 27470
met4: 8 / 4329
met5: - / 92
[cell families after synthesis]
group           share of synthesized area, %
mux                                    21.14
flops                                  63.41
buf+inv                                2.959
simple gates                           4.649
compound gates                         7.844
[area by class of cell]
class	count	area, µm²	area share, %
tap	2160	2703	4.853
sequential	1024	30750	55.21
clock buffer	133	2860	5.136
antenna	4	10.01	0.01797
multi-input combinational	2045	16620	29.84
clock inverter	64	366.6	0.6583
timing repair buffer	244	2382	4.278
[per-stage QoR]
stage	instance area, µm²	power (mW)	instances
detailed placement	52450	6.926	5473
global placement	52450	6.920	5473
CTS	55680	11.27	5670
global route	55680	11.54	5671
finish	55690	11.19	5674
floorplan	48490	6.403	3324
Power is estimated from default activity; no workload was simulated.
