## ./design.v

```verilog
`timescale 1ns / 1ps
module ALU1(
    input A,
    input B,
    input CIN,
    input AInvert,
    input BInvert,
    input Less,
    input [1:0] Op,
    output Result,
    output CarryOut
    );
   wire JoA, JoB, mA, mB, dhe_teli, ose_teli, mb_teli; 
   assign JoA = ~A;
   assign JoB = ~B;
   mux2ne1 muxA(A, JoA, AInvert, mA);
   mux2ne1 muxB(B, JoB, BInvert, mB);
   assign dhe_teli = mA & mB;
   assign ose_teli = mA | mB;
   Mbledhesi m1(mA, mB, CIN, mb_teli, CarryOut);
   mux4ne1 MuxiKryesor(dhe_teli, ose_teli, mb_teli, Less, Op, Result);
endmodule
`timescale 1ns / 1ps
module ALU32(
    input [31:0] A,
    input [31:0] B,
    input AInvert,
    input BNegate,
    input [1:0] Op,
    output Zero,
    output [31:0] Result,
    output Overflow,
    output CarryOut
    );
    wire [30:0] COUT;
    ALU1 ALU0(A[0], B[0], BNegate, AInvert, BNegate, Result[31], Op, Result[0], COUT[0]);
    ALU1 ALU1(A[1], B[1], COUT[0], AInvert, BNegate, 0, Op, Result[1], COUT[1]);
    ALU1 ALU2(A[2], B[2], COUT[1], AInvert, BNegate, 0, Op, Result[2], COUT[2]);
	ALU1 ALU3(A[3], B[3], COUT[2], AInvert, BNegate, 0, Op, Result[3], COUT[3]);
    ALU1 ALU4(A[4], B[4], COUT[3], AInvert, BNegate, 0, Op, Result[4], COUT[4]);
    ALU1 ALU5(A[5], B[5], COUT[4], AInvert, BNegate, 0, Op, Result[5], COUT[5]);
    ALU1 ALU6(A[6], B[6], COUT[5], AInvert, BNegate, 0, Op, Result[6], COUT[6]);
    ALU1 ALU7(A[7], B[7], COUT[6], AInvert, BNegate, 0, Op, Result[7], COUT[7]);
    ALU1 ALU8(A[8], B[8], COUT[7], AInvert, BNegate, 0, Op, Result[8], COUT[8]);
    ALU1 ALU9(A[9], B[9], COUT[8], AInvert, BNegate, 0, Op, Result[9], COUT[9]);
    ALU1 ALU10(A[10], B[10], COUT[9], AInvert, BNegate, 0, Op, Result[10], COUT[10]);
    ALU1 ALU11(A[11], B[11], COUT[10], AInvert, BNegate, 0, Op, Result[11], COUT[11]);
    ALU1 ALU12(A[12], B[12], COUT[11], AInvert, BNegate, 0, Op, Result[12], COUT[12]);
    ALU1 ALU13(A[13], B[13], COUT[12], AInvert, BNegate, 0, Op, Result[13], COUT[13]);
    ALU1 ALU14(A[14], B[14], COUT[13], AInvert, BNegate, 0, Op, Result[14], COUT[14]);
    ALU1 ALU15(A[15], B[15], COUT[14], AInvert, BNegate, 0, Op, Result[15], COUT[15]);
    ALU1 ALU16(A[16], B[16], COUT[15], AInvert, BNegate, 0, Op, Result[16], COUT[16]);
    ALU1 ALU17(A[17], B[17], COUT[16], AInvert, BNegate, 0, Op, Result[17], COUT[17]);
    ALU1 ALU18(A[18], B[18], COUT[17], AInvert, BNegate, 0, Op, Result[18], COUT[18]);
    ALU1 ALU19(A[19], B[19], COUT[18], AInvert, BNegate, 0, Op, Result[19], COUT[19]);
    ALU1 ALU20(A[20], B[20], COUT[19], AInvert, BNegate, 0, Op, Result[20], COUT[20]);
    ALU1 ALU21(A[21], B[21], COUT[20], AInvert, BNegate, 0, Op, Result[21], COUT[21]);
    ALU1 ALU22(A[22], B[22], COUT[21], AInvert, BNegate, 0, Op, Result[22], COUT[22]);
    ALU1 ALU23(A[23], B[23], COUT[22], AInvert, BNegate, 0, Op, Result[23], COUT[23]);
    ALU1 ALU24(A[24], B[24], COUT[23], AInvert, BNegate, 0, Op, Result[24], COUT[24]);
    ALU1 ALU25(A[25], B[25], COUT[24], AInvert, BNegate, 0, Op, Result[25], COUT[25]);
    ALU1 ALU26(A[26], B[26], COUT[25], AInvert, BNegate, 0, Op, Result[26], COUT[26]);
    ALU1 ALU27(A[27], B[27], COUT[26], AInvert, BNegate, 0, Op, Result[27], COUT[27]);
    ALU1 ALU28(A[28], B[28], COUT[27], AInvert, BNegate, 0, Op, Result[28], COUT[28]);
    ALU1 ALU29(A[29], B[29], COUT[28], AInvert, BNegate, 0, Op, Result[29], COUT[29]);    
    ALU1 ALU30(A[30], B[30], COUT[29], AInvert, BNegate, 0, Op, Result[30], COUT[30]);
    ALU1 ALU31(A[31], B[31], COUT[30], AInvert, BNegate, 0, Op, Result[31], CarryOut);
assign Zero = ~(Result[0] | Result[1] | 
                Result[2] | Result[3] | 
                Result[4] | Result[5] | 
                Result[6] | Result[7] | 
                Result[8] | Result[9] | 
                Result[10] | Result[11] | 
                Result[12] | Result[13] | 
                Result[14] | Result[15] | 
                Result[16] | Result[17] | 
                Result[18] | Result[19] | 
                Result[20] | Result[21] | 
                Result[22] | Result[23] | 
                Result[24] | Result[25] | 
                Result[26] | Result[27] | 
                Result[28] | Result[29] | 
                Result[30] |  Result[31]); 
    assign Overflow = COUT[30] ^ CarryOut;
endmodule
`timescale 1ns / 1ps
module Mbledhesi(
    input A,
    input B,
    input CIN,
    output Shuma,
    output COUT
    );
    assign Shuma = A ^ B ^ CIN;
    assign COUT = CIN & A | CIN & B | A & B;
endmodule
`timescale 1ns / 1ps
module mux2ne1(
    input Hyrja0,
    input Hyrja1,
    input S,
    output Dalja
    );
    assign Dalja = S ? Hyrja1 : Hyrja0;
endmodule
`timescale 1ns / 1ps
module mux4ne1(
    input Hyrja0,
    input Hyrja1,
    input Hyrja2,
    input Hyrja3,
    input [1:0] S,
    output Dalja
    );
    assign Dalja = S[1] ? (S[0] ? Hyrja3 : Hyrja2) : (S[0] ? Hyrja1 : Hyrja0);
endmodule
```

## ./run.sh

```bash
#!/bin/bash
# OpenROAD 26Q1-2900-gdf79404cd8, Yosys 0.63+post, stock flow scripts
make -C /OpenROAD-flow-scripts/flow DESIGN_CONFIG=/design/flow/config.mk WORK_HOME=/design/flow/orfs finish
```

## ./config.mk

```make
export PLATFORM = sky130hd
export DESIGN_NAME = ALU32
export DESIGN_NICKNAME = ALU32
export VERILOG_FILES = /design/flow/design.v
export SDC_FILE = /design/flow/constraint.sdc
export NUM_CORES = 4
export LEC_CHECK = 1
export CORE_UTILIZATION = 50
```

## ./constraint.sdc

```tcl
current_design ALU32

set clk_period 17.8
set clk_io_pct 0.2

create_clock -name clk0 -period $clk_period

set non_clock_inputs [all_inputs -no_clocks]
set_input_delay [expr $clk_period * $clk_io_pct] -clock clk0 $non_clock_inputs
set_output_delay [expr $clk_period * $clk_io_pct] -clock clk0 [all_outputs]
```

==> flow_summary.yaml <==
# flow metrics
status:
  run_status: "finished with violations"
  failed_checks: "setup timing"
final_timing:
  fin_ws_ns: -1.23
  drv_slew: 0
  relSlewSlack_pct: 54.2
  hold_violations: 0
  setup_viol: 7
  fmax_mhz: 52.6
  finalWorstPathRequiredPeriod_ns: 19.03
  fin_crit_sh_pct: 107
  setup_tns_ns: -5.86
  rsz0062_at_grt: "true"
  holdWs_ns: 8.06
  tightest_slew_ns: 0.685
setup_path:
  cp-startpoint: "A[1]"
  startpoint_type: "input pin"
  slowest_stage: "fa_2"
  cp.required_ns: 14.24
  critPathKind: "input pin to output port"
  cp_max_fo: 2
  endpoint_kind: "output port"
  crit_top_cell: "fa_2"
  slowest_delay_ns: 0.39
  cp.arrival_ns: 15.47
detailed_routing:
  drc: 0
  wl_per_cell_um: 11.7
  drt-initial-drc-count: 54
  routed_via_density: 4.60
  antenna_cells_inserted: 0
  num_vias: 2712
  ant_nets: 0
  routed_wl_um: 6910
  dr.pass1.iters: 26
grt:
  grt-busiest-layer: "met2"
  antenna_found_initial: 0
  met3_usage_pct: 2.21
  grtUsageTotal_pct: 20.9
  first_global_vias: 2580
  grt_max_degree: 54
  use_met2_pct: 36.1
  grtUsageMet1_pct: 31.1
  grt.overflow.total: 0
  grt_pass1_wl_um: 11700
layout:
  fin_util_pct: 70.7
  register_area_sq_um: 0
  finish.instance_area_sq_um: 4540
  area_growth_pct: 35.6
  nClkBuffers: 0
  ff_count: 0
  drive_gt1_share_pct: 18.4
synthesis:
  yosysWarningCount: 31
  ys_chip_area_sq_um: 3350
  yosysSeqAreaShare_pct: 0
  yosys_cells: 421
  synthesis.area_sq_um: 3350
  synth_cell_types: 22
  synth_cells: 421
  avgSynthCellArea_sq_um: 7.96
floorplan:
  io_pins: 103
  fp_util_pct: 52.2
  core_area_sq_um: 6420
  die_h_um: 83.8
  rows: 29
  fp.dieW_um: 83.8
  dieArea_sq_um: 7030
worst_hold_path:
  worstHoldStart: "Op[0]"
  worstHoldPathType: "input pin to output port"
flow_run:
  cap_violations: 0
  warnings: 99
place:
  io_buffers: 103
  place_hpwl_um: 5640
  dpl-instance-area_sq_um: 4410
  gp_congestion: 0.846
  dp_slack_ns: -2.08
power_and_ir_drop:
  p_leak_nw: 2.17
  cellPowerDensity_nw_per_um2: 36.5
  ir_drop_v: 0.0000290
## cell usage in the layout (no fill, tap or decap), types with 2 or more instances in the layout
| master | instances |
|---|---|
| xor2_1 | 34 |
| o21ai_1 | 9 |
| inv_2 | 4 |
| mux2i_1 | 13 |
| nand4_1 | 2 |
| xnor2_4 | 2 |
| o21ai_0 | 38 |
| buf_6 | 2 |
| o22ai_1 | 2 |
| clkdlybuf4s50_1 | 93 |
| ha_1 | 64 |
| xnor2_1 | 29 |
| fa_2 | 30 |
| inv_1 | 77 |
| clkbuf_2 | 2 |
| nand2_1 | 47 |
| nor4_1 | 7 |
| buf_2 | 4 |
| buf_4 | 41 |
## per-stage QoR
stage,instances,power (mW)
final,589,0.166
after global routing,589,0.189
after CTS,587,0.166
after detailed placement,580,0.160
after global placement,580,0.157
after floorplan,421,0.105
## where the power goes
part           internal, mW  total, mW  switching, mW
Combinational        0.0913      0.166         0.0743
Clock                     0          0              0
Sequential                0          0              0
Total                0.0913      0.166         0.0743
## worst paths after layout
check	end	slack (ns)	depth (start not counted)
worst max-delay path	Zero	-1.23	43
worst min-delay path	Result[30]	8.06	6
## cell families after synthesis
kind of cell,after synthesis,synth area share [%]
muxes,13,3.88
adders and majority gates,95,42.4
xor gates and xnor gates,66,17.3
AOI/OAI and AO/OA,52,7.88
and+or+nand+nor,62,8.07
buffers and inverters,133,20.5
## synthesized netlist by cell type (2+ instances only)
| cell type | count | area (sq um) |
|---|---|---|
| ha_1 | 64 | 801 |
| mux2i_1 | 13 | 130 |
| nor2_1 | 2 | 7.51 |
| inv_1 | 81 | 304 |
| xnor2_1 | 31 | 272 |
| o22ai_1 | 3 | 18.8 |
| buf_6 | 5 | 56.3 |
| fa_1 | 31 | 621 |
| nand4_1 | 2 | 12.5 |
| xor2_1 | 35 | 307 |
| buf_4 | 33 | 248 |
| clkbuf_1 | 2 | 7.51 |
| buf_2 | 10 | 50.1 |
| o21ai_0 | 40 | 200 |
| nor4_1 | 8 | 50.1 |
| nand2_1 | 48 | 180 |
| o21ai_1 | 8 | 40.0 |
## routing by layer
| layer | up-vias | wire, um |
|---|---|---|
| met3 | 0 | 372 |
| met5 | - | 0 |
| met1 | 1239 | 3080 |
| met4 | 0 | 0 |
| li1 | 1408 | - |
| met2 | 65 | 3450 |
## cell type report
class | count | area (sq um)
Timing Repair Buffer | 143 | 1310
Fill cell | 494 | 1880
Tap cell | 77 | 96.3
Multi-Input combinational cell | 288 | 2830
Inverter | 81 | 304
## critical path, delay by kind of cell
| family | cells | cell delay, ns |
|---|---|---|
| buf+inv | 7 | 0.62 |
| simple gates | 3 | 0.19 |
| fa+ha+maj | 31 | 10.75 |
| compound gates | 1 | 0.17 |
| xor+xnor | 1 | 0.16 |
## repair_timing
action                                  in CTS  in global routing
gates cloned                                 0                  0
hold buffers                                 0                  0
endpoints found under the setup margin       9                  9
buffers inserted                             7                  2
resized                                     21                 24
pin swaps                                    7                  5
Power and IR drop assume default switching activity.
